**design/flow/run.sh**
```bash
#!/bin/bash
# OpenROAD 26Q1-2900-gdf79404cd8, Yosys 0.63+post, stock flow scripts
make -C /OpenROAD-flow-scripts/flow DESIGN_CONFIG=/design/flow/config.mk WORK_HOME=/design/flow/orfs finish
```
**design/flow/config.mk**
```make
export PLATFORM = sky130hd
export DESIGN_NAME = Synchronous_FIFO
export DESIGN_NICKNAME = Synchronous_FIFO
export VERILOG_FILES = /design/flow/design.v
export SDC_FILE = /design/flow/constraint.sdc
export NUM_CORES = 4
export LEC_CHECK = 1
export CORE_UTILIZATION = 50
```
**design/flow/constraint.sdc**
```tcl
current_design Synchronous_FIFO

set clk_period 3.8
set clk_io_pct 0.2

create_clock -name clk0 -period $clk_period [get_ports {clk}]

set non_clock_inputs [all_inputs -no_clocks]
set_input_delay [expr $clk_period * $clk_io_pct] -clock clk0 $non_clock_inputs
set_output_delay [expr $clk_period * $clk_io_pct] -clock clk0 [all_outputs]
```
**design/flow/design.v**
```verilog
`timescale 1ns / 1ps
module Synchronous_FIFO
(
input  rst,clk,en,push_in,pop_in,                     
input  [3:0] threshold,                               
input  [7:0] din,                                     
output reg empty,full,overrun,underrun,thre_trigger,  
output [7:0] dout                                     
);
integer i;
reg  [7:0] mem [15:0];  
reg  [3:0] waddr = 0;   
wire push,pop ; 
always@(posedge clk, posedge rst)
begin
if(rst)
  empty <= 1'b0;
  else
    case({push, pop})
     2'b01: empty <= (~|(waddr)|~en );
     2'b10: empty <= 1'b0;
     default : ;
     endcase
end
always@(posedge clk, posedge rst)
begin
if(rst)
  full <= 1'b0;
  else
    case({push, pop})
     2'b10: full <=  (&(waddr) | ~en );
     2'b01: full <= 1'b0;
     default : ;
     endcase
end
assign push = push_in & ~full;
assign pop  = pop_in  & ~empty;
assign dout = mem[0];  
always@(posedge clk, posedge rst)
begin
if(rst)
            waddr <= 4'h0;
else
         case({push, pop})
         2'b10:
             if(waddr != 4'hf && full == 1'b0)
              waddr <= waddr + 1;
             else
              waddr <= waddr;
         2'b01:
              if(waddr != 0 && empty == 1'b0)
              waddr <= waddr - 1;
              else
              waddr <= waddr;       
         default: ;
         endcase
end
always@(posedge clk)
begin
case({push, pop})
2'b00: ;
2'b01: begin
        for(i=0;i<14;i=i+1)
        mem[i] <= mem[i+1];
        mem[15] <= 8'h00;
end
2'b10:
       mem[waddr] <= din;
2'b11: begin
        for(i=0;i<14;i=i+1)
        mem[i] <= mem[i+1];
        mem[15] <= 8'h00;
        mem[waddr - 1] <= din;
end
endcase
end
always@(posedge clk, posedge rst)
begin
if(rst)
  underrun <= 1'b0;
else if(pop_in == 1'b1 && empty == 1'b1)
  underrun <= 1'b1;
else
  underrun <= 1'b0;
end
always@(posedge clk, posedge rst)
begin
if(rst)
   overrun <= 1'b0;
  else if(push_in == 1'b1 && full == 1'b1)
   overrun <= 1'b1;
  else
   overrun <= 1'b0; 
end
always@(posedge clk, posedge rst)
begin
if(rst)
  begin
  thre_trigger <= 1'b0;
  end
  else if(push ^ pop)
  begin
  thre_trigger <= (waddr >= threshold ) ? 1'b1 : 1'b0;
  end
end
endmodule
```
==> deck_impl_summary.md <==
Key Metrics from the Run

Critical path
  • Sort of element at the end of the critical path: register
  • R2R Path End: mem[7][2]
  • Cell with the largest stage delay on the worst path: sky130_fd_sc_hd__clkdlybuf4s50_1
  • CP bufs+invs: 2
  • Category of the critical setup timing path: primary input to register
  • Worst R2R Start: empty
  • Data required time at the worst endpoint: 3.88 ns
  • Slowest stage delay, CP: 0.48 ns
  • CP cell instances: clkdlybuf4s50_1 > nand2b_1 > inv_1 > ha_1 > nor3b_1 > a31oi_1 > nor2_1 > nand2_2 > nand2_1
  • Delay-heaviest family, CP: simple AND/OR/NAND/NOR gates
  • Reg-to-reg slack, setup: 0.98 ns
  • Arrival time reported for the critical path endpoint: 3.21 ns
  • Crit start category: primary input
  • Length in cells of the worst reg-to-reg path: 8
  • Maximum fanout encountered on the critical timing path: 13

Synth
  • Main area contributors after synthesis: sky130_fd_sc_hd__edfxtp_1, sky130_fd_sc_hd__mux2_2, sky130_fd_sc_hd__dfrtp_1
  • FFs w/ async S/R, synth: 6.98%
  • Number of cells produced by synthesis: 368
  • Total number of yosys warnings: 1
  • Synthesis-stage register bit count: 129
  • Part of the Yosys area used for sequential elements: 63.0%
  • Top area contributor share: 59.3%
  • Cell accounting for the most synthesized area: sky130_fd_sc_hd__edfxtp_1
  • Post-synth tally of flip-flops with integrated enable: 120
  • Unique cell type count in the Yosys netlist: 43
  • Yosys chip area: 6070 sq um
  • Average cell area after synthesis: 16.5 sq um
  • Cell area after synthesis: 6070 sq um
  • Cell total in the yosys stat output: 368
  • Primary FF master, synth: sky130_fd_sc_hd__edfxtp_1

Clock network
  • CTS-repair resized insts: 0
  • Clk sink count: 129
  • CTS H-tree lvls: 4
  • Number of buffers inserted to repair setup after CTS: 0
  • Maximum count of clock buffers along a single path: 2
  • Count of hold-fix buffers inserted at cts: 0
  • Clock buffers created by TritonCTS: 17
  • Root cell of the clock tree: sky130_fd_sc_hd__clkbuf_16
  • CTS tree: built
  • Clock transition at path regs: 0.05 ns
  • Insertion delay at the late pin of the worst-skew pair: 0.41 ns

Pwr
  • Switching power: 0.00135 W
  • Worst IR Drop VDD: 0.356 mV
  • Power consumption: 0.00506 W
  • Internal power consumption: 0.00372 W
  • Sw Share: 26.6%
  • Power share of the sequential group: 45.7%
  • Combinational cell fraction of total power: 24.9%
  • Power Density: 722 nW/um^2
  • Share of total power in the clock network: 29.4%
  • Cell leakage power: 2.66 nW

Run
  • Max-cap violations: 0
  • Number of OpenROAD warnings: 28

Routing
  • Remaining routing DRC violations: 0
  • Detailed router's first-iteration violation count: 157
  • Drt pass-1 iters: 15
  • Number of antenna repair diodes: 0
  • Via count: 3105
  • Via density: 5.53
  • Total wire length after detailed routing: 9930 microns
  • Number of routed nets with antenna violations: 0
  • Final routed wire length divided by cell count: 17.7 microns

Global route
  • Number of antenna violations at the first check in global routing: 0
  • Overall Global Routing Usage: 18.4%
  • Sum of overflow across all layers after global routing: 0
  • Maximum number of pins on one net before global-route repair: 17
  • Global-route wire length before repair: 16400 microns
  • Vias in the first global route: 3113

Final timing
  • Rel. slew slack: 49.9%
  • Max-slew violation count: 0
  • Highest clock rate: 319 MHz
  • Final-report hold violation count: 0
  • Setup violators final: 0
  • Fin Clk Skew: 0.00721 ns
  • Post-route minimum period: 3.13 ns
  • Final worst-path cycle share: 82.5%
  • Setup TNS: 0 ns
  • RSZ-0062 raised after global routing: no
  • Worst Max-Slew Pin Slew: 0.748 ns

Floorplan
  • Total Die Area: 12600 sq um
  • I/O pin count: 30
  • Cell row count: 39
  • Effective utilization at floorplan: 52.3%
  • Core footprint: 11600 sq um
  • Vertical die dimension: 112 microns
  • Die Width: 112 microns

Hold path
  • Hold worst-path end: thre_trigger
  • Critical hold path startpoint: thre_trigger
  • Worst hold path depth: 2
  • Worst hold-check path type: register to register

Placement
  • Placed wire-length estimate: 6690 microns
  • Number of cells in the design after placement: 531
  • Post-DP Area: 6480 sq um
  • RePlAce Congestion: 0.804
  • Port Buffer Count: 29

Cells and area
  • Count of non-filler cells in the finished layout: 561
  • Non-Filler Cell Area, Final: 7010 sq um
  • Area grow syn2layout: 15.4%
  • Fraction of final layout cells with drive strength greater than 1: 39.5%

Outcome
  • Outcome: complete, no violations
-- power groups by stage --
stage	logic [W]	clock network [W]	registers (W)
after CTS	0.00127	0.00153	0.00232
after global routing	0.00139	0.00159	0.00236
final	0.00126	0.00149	0.00231
-- cell usage in the layout (no fill, tap or decap), types with 2 or more instances in the layout --
master / instances
sky130_fd_sc_hd__mux2_2: 96
sky130_fd_sc_hd__nand2_4: 8
sky130_fd_sc_hd__nand2_2: 4
sky130_fd_sc_hd__or2_2: 3
sky130_fd_sc_hd__a21oi_1: 6
sky130_fd_sc_hd__a21boi_0: 2
sky130_fd_sc_hd__inv_1: 10
sky130_fd_sc_hd__xnor2_1: 2
sky130_fd_sc_hd__clkbuf_1: 6
sky130_fd_sc_hd__o21ai_0: 3
sky130_fd_sc_hd__bufinv_16: 2
sky130_fd_sc_hd__xor2_1: 2
sky130_fd_sc_hd__mux2i_1: 3
sky130_fd_sc_hd__and2_1: 3
sky130_fd_sc_hd__nand2b_1: 3
sky130_fd_sc_hd__nor4_4: 2
sky130_fd_sc_hd__o31ai_1: 2
sky130_fd_sc_hd__buf_4: 6
sky130_fd_sc_hd__nand3_1: 6
sky130_fd_sc_hd__clkdlybuf4s50_1: 29
sky130_fd_sc_hd__dfrtp_1: 9
sky130_fd_sc_hd__clkbuf_16: 17
sky130_fd_sc_hd__ha_1: 9
sky130_fd_sc_hd__edfxtp_1: 120
sky130_fd_sc_hd__clkinv_2: 3
sky130_fd_sc_hd__a31oi_1: 2
sky130_fd_sc_hd__nor2b_1: 3
sky130_fd_sc_hd__mux2_4: 15
sky130_fd_sc_hd__nand2_1: 15
sky130_fd_sc_hd__nor2_1: 9
-- layer usage --
metal | track usage, % | share of wire (%) | wire length [microns]
met3 | 5.56 | 4.9 | 488
met1 | 30.4 | 46 | 4570
met4 | 2.84 | 1.6 | 160
met5 | 0 | 0 | 0
met2 | 27.5 | 47 | 4710
-- synthesized netlist by cell type (2+ instances only) --
cell / number
sky130_fd_sc_hd__edfxtp_1: 120
sky130_fd_sc_hd__dfrtp_1: 9
sky130_fd_sc_hd__nand2b_1: 3
sky130_fd_sc_hd__xor2_1: 2
sky130_fd_sc_hd__o21ai_0: 3
sky130_fd_sc_hd__a21oi_1: 6
sky130_fd_sc_hd__nor4_4: 2
sky130_fd_sc_hd__clkbuf_1: 7
sky130_fd_sc_hd__nand2_4: 8
sky130_fd_sc_hd__nand2_2: 4
sky130_fd_sc_hd__nand2_1: 15
sky130_fd_sc_hd__mux2i_1: 3
sky130_fd_sc_hd__and2_1: 3
sky130_fd_sc_hd__or2_2: 3
sky130_fd_sc_hd__nor2b_1: 3
sky130_fd_sc_hd__xnor2_1: 2
sky130_fd_sc_hd__nand3_1: 6
sky130_fd_sc_hd__inv_1: 10
sky130_fd_sc_hd__mux2_4: 15
sky130_fd_sc_hd__o31ai_1: 2
sky130_fd_sc_hd__mux2_2: 96
sky130_fd_sc_hd__ha_1: 9
sky130_fd_sc_hd__nor2_1: 9
sky130_fd_sc_hd__dlygate4sd3_1: 4
sky130_fd_sc_hd__buf_6: 4
sky130_fd_sc_hd__a21boi_0: 2
sky130_fd_sc_hd__a31oi_1: 2
-- how the worst max path moves through the flow --
stage,endpoint,depth (start not counted),from,slack (ns)
after CTS,mem[7][6],9,pop_in,0.67
final,mem[7][2],9,pop_in,0.67
after global routing,mem[10][1],9,pop_in,0.48
-- worst min-delay path: cells and delay by family (launching register included) --
| kind | cells | cell delay (ns) |
|---|---|---|
| DFF | 1 | 0.35 |
| and+or+nand+nor | 1 | 0.05 |
| AOI/OAI and AO/OA | 1 | 0.10 |
-- cell type report --
cell class	instances	area, sq um
Inverter	10	37.5
Clock buffer	23	448
Multi-Input combinational cell	214	2100
Fill cell	870	4600
Clock inverter	7	87.6
Sequential cell	129	3830
Tap cell	143	179
Timing Repair Buffer	35	335
-- kinds of logic (layout without fill, tap and decap cells) --
group | after synthesis | in the layout | synth area share [%]
AOI/OAI and AO/OA | 22 | 22 | 3.01
muxes | 115 | 115 | 22.2
xor gates and xnor gates | 4 | 4 | 0.577
DFF | 129 | 129 | 63.0
adders and majority gates | 9 | 9 | 1.85
buffers and inverters | 25 | 75 | 2.45
and+or+nand+nor | 64 | 64 | 6.90
-- state kept, by name, indices dropped and copies added (netlist names) --
register	flops
waddr	4
mem	120
full	1
underrun	1
overrun	1
thre_trigger	1
empty	1
-- per-stage QoR --
step | setup WS [ns] | util, % | hold WS [ns]
2_1_floorplan | 1.02 | - | 0.469
3_3_place_gp | 0.334 | 55.8 | 0.512
3_5_place_dp | 0.274 | 55.8 | 0.528
4_1_cts | 0.671 | 60.4 | 0.540
5_1_grt | 0.484 | 60.4 | 0.554
6_report | 0.667 | 60.4 | 0.539
No activity file was given, so power comes from the tool's default toggle rates.
